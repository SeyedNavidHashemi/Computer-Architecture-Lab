$ cat design/flow/run.sh
#!/bin/bash
# OpenROAD 26Q1-2900-gdf79404cd8, Yosys 0.63+post, stock flow scripts
make -C /OpenROAD-flow-scripts/flow DESIGN_CONFIG=/design/flow/config.mk WORK_HOME=/design/flow/orfs finish
$ cat design/flow/config.mk
export PLATFORM = sky130hd
export DESIGN_NAME = IDReg
export DESIGN_NICKNAME = IDReg
export VERILOG_FILES = /design/flow/design.v
export SDC_FILE = /design/flow/constraint.sdc
export NUM_CORES = 4
export LEC_CHECK = 1
export CORE_AREA = 10 10 203 203
export DIE_AREA = 0 0 213 213
$ cat design/flow/constraint.sdc
current_design IDReg

set clk_period 1.0
set clk_io_pct 0.2

create_clock -name clk0 -period $clk_period [get_ports {clk}]

set non_clock_inputs [all_inputs -no_clocks]
set_input_delay [expr $clk_period * $clk_io_pct] -clock clk0 $non_clock_inputs
set_output_delay [expr $clk_period * $clk_io_pct] -clock clk0 [all_outputs]
$ cat design/flow/design.v
    module IDReg #(parameter n=32)(clk, rst, Flush, S, B, imm, MEM_R_EN, MEM_W_EN, WB_EN, EXE_CMD, SR, Dest
                              , Val_Rm, Val_Rn, PC, Signed_imm_24, Shift_operand, S_out, B_out, MEM_R_EN_out
                              , MEM_W_EN_out, WB_EN_out, imm_out, EXE_CMD_out, Dest_out, SR_out, Val_Rm_out
                              , Val_Rn_out, PC_out, Signed_imm_24_out, Shift_operand_out, src1_in, src2_in, src1_out, src2_out);
    input clk, rst, Flush, S, B, imm, MEM_R_EN, MEM_W_EN, WB_EN;
    input [3:0] EXE_CMD, SR, Dest, src1_in, src2_in;
    input[n-1:0] Val_Rm, Val_Rn, PC;
    input[23:0] Signed_imm_24;
    input [11:0] Shift_operand; 
    output reg S_out, B_out, MEM_R_EN_out, MEM_W_EN_out, WB_EN_out, imm_out;
    output reg [3:0] EXE_CMD_out, Dest_out, SR_out, src1_out, src2_out; 
    output reg[n-1:0] Val_Rm_out, Val_Rn_out, PC_out; 
    output reg[23:0] Signed_imm_24_out;
    output reg [11:0] Shift_operand_out;
    always @(posedge clk,negedge rst) begin
            if(~rst) begin
                {S_out, B_out, MEM_R_EN_out, MEM_W_EN_out, WB_EN_out, imm_out}<=6'd0;
                {EXE_CMD_out, Dest_out, SR_out} <= {3*4'b0};
                {Val_Rm_out, Val_Rn_out, PC_out}<={3*32'b0};
                {Signed_imm_24_out}<={24'b0};
                {Shift_operand_out} <= {12'b0};
                {src1_out, src2_out} <= {2*4'b0};
            end
            else
                case (Flush)
                    1'b1: begin
                        {S_out, B_out, MEM_R_EN_out, MEM_W_EN_out, WB_EN_out, imm_out}<=6'd0;
                        {EXE_CMD_out, Dest_out, SR_out} <= {3*4'b0};
                        {Val_Rm_out, Val_Rn_out, PC_out}<={3*32'b0};
                        {Signed_imm_24_out}<={24'b0};
                        {Shift_operand_out} <= {12'b0};
                        {src1_out, src2_out} <= {2*4'b0};
                    end
                    1'b0: begin
                        {S_out, B_out, MEM_R_EN_out, MEM_W_EN_out, WB_EN_out, imm_out}<={S, B, MEM_R_EN, MEM_W_EN, WB_EN, imm};
                        {EXE_CMD_out, Dest_out, SR_out} <= {EXE_CMD, Dest, SR};
                        {Val_Rm_out, Val_Rn_out, PC_out}<={Val_Rm, Val_Rn, PC};
                        {Signed_imm_24_out}<={Signed_imm_24};
                        {Shift_operand_out} <= {Shift_operand};
                        {src1_out, src2_out} <= {src1_in, src2_in};
                    end
                endcase
        end
endmodule
==> Slide: Implementation Results <==
Implementation Results

Run status
  – Status: complete, but fails checks
  – Failing checks: setup timing

Finish
  – Synth-to-layout area growth: 76.2%
  – Share of layout cells above drive strength 1: 0.309
  – Layout Cells excl Fill: ~1200

CTS
  – Clk buf depth: 2
  – H-tree depth: 4
  – Clock Sinks: 158
  – CTS tree: built
  – Root Buffer Master: clkbuf_16
  – Setup Buffers After CTS: 0
  – Clk slew on worst S/H paths: approximately 70 ps
  – Cts bufs inserted: 17

Placement
  – Routability Congestion: between 0.7 and 0.8
  – Post-DP HPWL: between 15000 and 20000 um
  – Cells after DPL: around 1100
  – PortBufs: around 320

Timing
  – Crit share post-route: 1.22
  – Final setup viols: 158
  – Slew HR: 0.753
  – WHS: around 140 ps
  – Fin crit period: 1220 ps
  – Final Hold Fails: 0
  – RSZ-0062 raised after global routing: true
  – Final WS setup: -217 ps
  – Slew @ Worst Pin: about 370 ps
  – Slew Viols, Final: 0
  – Peak Freq: 0.822 GHz

Setup path
  – Setup crit start kind: flop
  – Worst path depth: 1
  – CP peak stage delay: around 450 ps
  – WP data arrival: a little over 1000 ps
  – Crit end category: primary output
  – Sum of buffers and inverters on the critical path: 1
  – Worst path top cell family by delay: flip-flops
  – Critical-path top delay cell: dfrtp_2
  – CP Capture Point: src2_out[2]
  – CP cell instances: buf_2
  – Critical path required time: 800 ps
  – CP Launch Point: src2_out[2]$_DFF_PN0_
  – Worst Path Max Fanout: 1
  – CP Class: flop to primary output

Synthesis
  – Share of flip-flops with an asynchronous set or reset: 1.00
  – Commonest flop: dfrtp_1
  – Synth warn: 1
  – Leading cell types by count after synthesis: dfrtp_1, nor2b_1, buf_2
  – Yosys cell types: 4
  – Cell count after synthesis: 333
  – Sequential cell area fraction in the yosys report: 0.786
  – Synthesized cell area: 5030 um2
  – Largest area contributor in the netlist: dfrtp_1
  – Syn Area/Cell: approximately 15 um2
  – Area share, top type: 0.786
  – Top cells by area: dfrtp_1, nor2b_1, buf_2
  – # Cells Yosys: approximately 330
  – Synthesized registers: approximately 160
  – Chip Area, Yosys: about 5000 um2
  – Post-synth EDFFs: 0

Die
  – Die y size: roughly 210 um
  – Num ports: 319
  – Chip width: 213 um
  – Site Rows: ~70
  – Die area: ~45000 um2
  – Pre-Place Util: 0.137
  – CORE AREA: around 37000 um2

Power
  – PwrDens: 1690 nW/um2
  – Leakage: ~4.2 nW
  – IR drop worst, VDD: around 0.0011 V

Hold path
  – HP Class: input port to async pin

Flow run
  – Max-Cap Viols: 0
  – OpenROAD warning count: 27

Detailed routing
  – Average wire per standard cell: between 15 and 20 um
  – First-pass detailed-route iteration total: 3
  – N_diodes: 0
  – DR WL met2: 9250 um
  – Post-route ant nets: 0
  – Routed length on met1: about 7600 um
  – WL met3: between 1500 and 2000 um
  – Number of DRC markers in iteration 0: approximately 120
  – Vias/cell: between 3 and 4
  – Max Used Layer: met4
  – Vias: around 3600
  – Final wirelength: between 15000 and 20000 um
  – Drt drc: 0

Global routing
  – Initial antenna violation count: 0
  – Gr usage total: 0.0807
  – Global-route wire length before repair: 27000 um
  – GRT overflow: 0
  – Largest net degree at the start of global routing: 60
  – Vias in the first global route: approximately 3900
## worst min path at each step
stage / end / cells past startpoint
after CTS: Val_Rm_out[1]$_DFF_PN0_ / 2
after global routing: Val_Rm_out[1]$_DFF_PN0_ / 2
final: Val_Rm_out[1]$_DFF_PN0_ / 2
## power by group
part | internal, mW | total (mW) | switching (mW)
logic | 1.03 | 1.54 | 0.516
clock network | 3.95 | 6.64 | 2.69
registers | 6.71 | 6.80 | 0.0836
total | 11.7 | 15.0 | 3.29
## placed cells by master, fill, tap and decap left out, drive strengths merged
cell type and instances:
buf 182, nor2b 158, clkdlybuf4s50 158, dfrtp 158
clkbuf 24, clkinvlp 5, bufinv 2, dlygate4sd3 2
clkinv 1
## final cells by class
| class | instances | area (um2) |
|---|---|---|
| clock buffer | 24 | 492 |
| clock inverter | 8 | 106 |
| fill | 3820 | 27800 |
| multi-input combinational | 158 | 988 |
| sequential | 158 | 3960 |
| tap | 468 | 586 |
| timing repair buffer | 342 | 2740 |
## through the flow
| step | total power [mW] | area, um2 | setup WS [ps] | setup TNS (ps) | util |
|---|---|---|---|---|---|
| after floorplan | 7.13 | 5030 | 309 | 0 | - |
| after global placement | 8.81 | 8990 | -198 | -1590 | 0.245 |
| after detailed placement | 8.82 | 8990 | -181 | -1470 | 0.245 |
| after CTS | 15.3 | 8870 | -270 | -23090 | 0.242 |
| after global routing | 15.7 | 8870 | -280 | -25030 | 0.242 |
| final | 15.0 | 8870 | -217 | -15970 | 0.242 |
## what timing repair did
item,CTS,global route
resized,544,0
setup endpoints to repair,158,158
hold endpoints to repair,140,0
hold buffers,2,0
## logic make-up after synthesis
| logic type | share of synthesized area |
|---|---|
| flops | 0.786 |
| buf+inv | 0.0179 |
| simple gates | 0.196 |
## per-layer routing
metal | global-route usage | up-vias
met5 | 0 | -
li1 | - | 1687
met3 | 0.0309 | 15
met1 | 0.102 | 1755
met2 | 0.132 | 174
met4 | 0.0113 | 0
## registers in the layout, summed over array words and instances, names as in the netlist
register           cells
B_out                  1
Dest_out               4
EXE_CMD_out            4
MEM_R_EN_out           1
MEM_W_EN_out           1
PC_out                32
SR_out                 4
S_out                  1
Shift_operand_out     12
Signed_imm_24_out     24
Val_Rm_out            32
Val_Rn_out            32
WB_EN_out              1
imm_out                1
src1_out               4
src2_out               4
Power and IR drop assume default switching activity.
