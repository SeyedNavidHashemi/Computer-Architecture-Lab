==> design.v <==
module ConditionCheck (Cond, SR, CC_out);
    input[3:0] Cond, SR;
    output reg CC_out;
    parameter EQ=4'b0000, NE=4'b0001, CSHS=4'b0010, CCLO=4'b0011, MI=4'b0100, PL=4'b0101, VS=4'b0110;
    parameter VC=4'b0111, HI=4'b1000, LS=4'b1001, GE=4'b1010, LT=4'b1011, GT=4'b1100, LE=4'b1101, AL=4'b1110;
    wire N,val_Z,C,V; 
    assign V=SR[0];  
    assign C=SR[1];  
    assign val_Z=SR[2];  
    assign N=SR[3];  
    always @(*) begin
        case (Cond)
            EQ: CC_out<=val_Z;
            NE: CC_out<=~val_Z;
            CSHS: CC_out<=C;
            CCLO: CC_out<=~C;
            MI: CC_out<=N;
            PL: CC_out<=~N;
            VS: CC_out<=V;
            VC: CC_out<=~V;
            HI: CC_out<=C&(~val_Z);
            LS: CC_out<=(~C)&val_Z;
            GE: CC_out<=(N==V);
            LT: CC_out<=(N!=V);
            GT: CC_out<=(val_Z==0)&(N==V);
            LE: CC_out<=(val_Z==1)&(N!=V);
            AL: CC_out<=1'b1;
        endcase
    end
endmodule
module ControlUnit (Mode, Opcode, S_in, WB_EN, MEM_R_EN, MEM_W_EN, B, S_out, EXE_CMD);
    input[1:0] Mode;
    input[3:0] Opcode;
    input S_in; 
    output reg[3:0] EXE_CMD;
    output reg WB_EN, MEM_R_EN, MEM_W_EN, B, S_out;
    parameter MOV=4'b1101,MVN=4'b1111,ADD=4'b0100,ADC=4'b0101,SUB=4'b0010,SBC=4'b0110,AND=4'b0000,
              ORR=4'b1100,EOR=4'b0001,CMP=4'b1010,TST=4'b1000,LDR=4'b0100,STR=4'b0100;
	always @(*) begin
        {EXE_CMD,WB_EN, MEM_R_EN, MEM_W_EN, B, S_out}=9'b0;
        case (Mode)
            2'b00: begin
                case (Opcode) 
                    MOV: {EXE_CMD, S_out, WB_EN, MEM_R_EN, MEM_W_EN, B}<={4'b0001,S_in,1'b1,1'b0,1'b0,1'b0};
                    MVN: {EXE_CMD, S_out, WB_EN, MEM_R_EN, MEM_W_EN, B}<={4'b1001,S_in,1'b1,1'b0,1'b0,1'b0};
                    ADD: {EXE_CMD, S_out, WB_EN, MEM_R_EN, MEM_W_EN, B}<={4'b0010,S_in,1'b1,1'b0,1'b0,1'b0};
                    ADC: {EXE_CMD, S_out, WB_EN, MEM_R_EN, MEM_W_EN, B}<={4'b0011,S_in,1'b1,1'b0,1'b0,1'b0};
                    SUB: {EXE_CMD, S_out, WB_EN, MEM_R_EN, MEM_W_EN, B}<={4'b0100,S_in,1'b1,1'b0,1'b0,1'b0};
                    SBC: {EXE_CMD, S_out, WB_EN, MEM_R_EN, MEM_W_EN, B}<={4'b0101,S_in,1'b1,1'b0,1'b0,1'b0};
                    AND: {EXE_CMD, S_out, WB_EN, MEM_R_EN, MEM_W_EN, B}<={4'b0110,S_in,1'b1,1'b0,1'b0,1'b0};
                    ORR: {EXE_CMD, S_out, WB_EN, MEM_R_EN, MEM_W_EN, B}<={4'b0111,S_in,1'b1,1'b0,1'b0,1'b0};
                    EOR: {EXE_CMD, S_out, WB_EN, MEM_R_EN, MEM_W_EN, B}<={4'b1000,S_in,1'b1,1'b0,1'b0,1'b0};
                    CMP: {EXE_CMD, S_out, WB_EN, MEM_R_EN, MEM_W_EN, B}<={4'b0100,1'b1,1'b0,1'b0,1'b0,1'b0};
                    TST: {EXE_CMD, S_out, WB_EN, MEM_R_EN, MEM_W_EN, B}<={4'b0110,1'b1,1'b0,1'b0,1'b0,1'b0};
                endcase
            end
            2'b01: begin 
                case (S_in)
                    1'b1: {EXE_CMD, S_out, WB_EN, MEM_R_EN, MEM_W_EN, B}<={4'b0010,1'b1,1'b1,1'b1,1'b0,1'b0};
                    1'b0: {EXE_CMD, S_out, WB_EN, MEM_R_EN, MEM_W_EN, B}<={4'b0010,1'b0,1'b0,1'b0,1'b1,1'b0};
                endcase
            end
            2'b10: begin
                {EXE_CMD, S_out, WB_EN, MEM_R_EN, MEM_W_EN, B}<={4'b0000,1'b0,1'b0,1'b0,1'b0,1'b1};
            end
        endcase
    end
endmodule
module ID #(parameter n=32) (clk, rst, Hazard, WB_WB_en, Inst, PC, WB_Value, SR, WB_Dest,
                             PC_out, EXE_CMD, S_out, B_out, MEM_W_EN_out,
                            MEM_R_EN_out, WB_EN_out, imm_out, Shift_operand, Signed_imm_24, src2, Val_Rn_out, Val_Rm_out, Dest, Two_src,
                            src1_out, src2_out);
input clk, rst, Hazard, WB_WB_en;
input[3:0] SR, WB_Dest;
input[31:0] Inst, PC, WB_Value;
output S_out, B_out, MEM_W_EN_out, MEM_R_EN_out, WB_EN_out, imm_out;
output[3:0] EXE_CMD, Dest, src2, src1_out, src2_out;
output[11:0] Shift_operand;
output[23:0] Signed_imm_24;
output[31:0] PC_out, Val_Rn_out, Val_Rm_out;
output Two_src;
wire s, mem_read, mem_write, wb_en, b_jump, update_s, cc_out, cu_mux_sel, imm;
wire[3:0] Opcode, Cond, exe_cmd, out_mux_RF, Rn, Rd, Rm;
wire[1:0] Mode;
assign Dest = Inst[15:12];
assign Signed_imm_24 = Inst[23:0];
assign imm_out = Inst[25];
assign Shift_operand = Inst[11:0];
assign s = Inst[20];
assign Opcode = Inst[24:21];
assign Mode = Inst[27:26];
assign Cond = Inst[31:28];
assign Rn = Inst[19:16];
assign src2 = out_mux_RF;
assign Rd = Inst[15:12];
assign Rm = Inst[3:0];
assign PC_out = PC;
assign imm = imm_out;
mux_2_to_1 #(4) MUX_RF(.op1(Rm), .op2(Rd), .select(mem_write), .result(out_mux_RF));
RegisterFile RF(.clk(clk), .rst(rst), .src1(Rn), .src2(out_mux_RF), .WB_Dest(WB_Dest), .WB_Value(WB_Value), .WB_WB_EN(WB_WB_en), .Val_RN(Val_Rn_out), .Val_RM(Val_Rm_out));
ControlUnit CU(.Mode(Mode), .Opcode(Opcode), .S_in(s), .WB_EN(wb_en), .MEM_R_EN(mem_read), .MEM_W_EN(mem_write), .B(b_jump), .S_out(update_s), .EXE_CMD(exe_cmd));
ConditionCheck CC(.Cond(Cond), .SR(SR), .CC_out(cc_out));
assign cu_mux_sel = (~cc_out) | Hazard;
assign {EXE_CMD, S_out, B_out, MEM_W_EN_out, MEM_R_EN_out, WB_EN_out} = cu_mux_sel ? {9'b0} : {exe_cmd, update_s, b_jump, mem_write, mem_read, wb_en};
assign Two_src = ~imm & ~mem_write;
assign src1_out = Rn;
assign src2_out = out_mux_RF;
endmodule
module RegisterFile (clk, rst, src1, src2, WB_Dest, WB_Value, WB_WB_EN, Val_RN, Val_RM);
    input clk, rst, WB_WB_EN;
    input [3:0] src1, src2, WB_Dest;
    input [31:0] WB_Value;
    output [31:0] Val_RN, Val_RM;
    reg [31:0] registers [0:14];
    integer i;
    always @(negedge clk, negedge rst) begin
        if (~rst) begin
            for (i = 0; i < 15; i = i + 1) begin
                registers[i] <= i;
            end
        end
        else if (WB_WB_EN) begin
            registers[WB_Dest] <= WB_Value;
        end
    end
    assign Val_RN = registers[src1];
    assign Val_RM = registers[src2];
endmodule
module mux_2_to_1(op1, op2, select, result);
    parameter WIDTH = 32;
    input [WIDTH-1:0] op1, op2;
    input select;
    output [WIDTH-1:0] result;
    assign result = (select == 1'b1) ? op2 : op1;
endmodule
==> run.sh <==
#!/bin/bash
# OpenROAD 26Q1-2900-gdf79404cd8, Yosys 0.63+post, stock flow scripts
make -C /OpenROAD-flow-scripts/flow DESIGN_CONFIG=/design/flow/config.mk WORK_HOME=/design/flow/orfs finish
==> config.mk <==
export PLATFORM = sky130hd
export DESIGN_NAME = ID
export DESIGN_NICKNAME = ID
export VERILOG_FILES = /design/flow/design.v
export SDC_FILE = /design/flow/constraint.sdc
export NUM_CORES = 4
export LEC_CHECK = 1
export CORE_UTILIZATION = 40
==> constraint.sdc <==
current_design ID

set clk_period 15.6
set clk_io_pct 0.2

create_clock -name clk0 -period $clk_period [get_ports {clk}]

set non_clock_inputs [all_inputs -no_clocks]
set_input_delay [expr $clk_period * $clk_io_pct] -clock clk0 $non_clock_inputs
set_output_delay [expr $clk_period * $clk_io_pct] -clock clk0 [all_outputs]
==> results.tsv <==
metric	value	unit
async_flop_share	0.998	
design_area	29400	um2
core	63000	um2
worstHoldEndpoint	RF.registers[8][13]	
ys_sh_aoi	0.165	
ys_types	65	
post_cts_buffers	0	
cts_htree_levels	2	
simple_gate_area_frac	0.0663	
ys_ff	481	
hold_viol_final	0	
yosys_cells	2180	
cap_violations	0	
cts_hold_buffers	0	
grt_overflow	0	
drcViolationCount	0	
topCombFamilyByArea	multiplexers	
setup.worst_path.end_class	output port	
worstSkewPairLatency	0.58	ns
tritoncts	yes	
numCtsBuffers	52	
synth_top_cell_by_area	dfrtn_1	
r2r_start	RF.registers[5][30]	
via_per_inst	6.65	
powerDensity	130	nW/um2
cts_root_buf	clkbuf_16	
cts_buffer_depth	3	
ff_type	dfrtn_1	
syn_to_final_growth	15.8	%
skew	0	ns
static-leakage-power	11.9	nW
xor_share	0.00138	
top_cells_by_area	dfrtn_1, mux2_2, a22oi_1	
setup_viol_count_final	0	
switching_share	0.294	
path_class	reg2out	
ir_drop	0.0821	mV
unclocked_regs	1	
finalWirelength	96400	um
reg2reg_slack	14.76	ns
grt_pass1_vias	20539	
grt.total_usage	0.313	
edf_count	0	
tightest_slew	1.00	ns
grt_max_degree	124	
portBuffers	178	
power_frac_clock	0.325	
final_max_slew_viol_count	0	
clk_pin_slew	0.05	ns
post-route-util	0.467	
mux_area_frac	0.235	
slew_headroom	0.331	
netlist_instances	2180	
syn_area	25400	um2
fillers	5503	
antenna_found_initial	9	
ys_sh_adder	0	
required	12.48	ns
cp_max_fo	3	
yosys-stat-area	25400	um2
wire_per_inst	31.0	um
ant_nets	0	
warning_count	56	
chip_area	64500	um2
final_layout_size_suffix_gt1_frac	0.316	
status	finished, final reports clean	
io_pins	267	
gp_congestion	0.928	
whs_path_depth	1	
p_sw	1.12	mW
rsz0062_at_grt	no	
total_power	3.82	mW
drt_pre_antenna_iters	8	
power_frac_seq	0.478	
route.vias.total	20718	
cp-start-kind	flop	
dpl.hpwl	52200	um
place_area	27700	um2
untimed_endpoints	1	
worst-r2r-cell-count	1	
crit_chain	a22oi_1 > o22ai_1 > a221o_1 > o32a_1 > clkdlybuf4s50_1	
grt_pass1_wl	140000	um
hold_path_startpoint	RF.registers[8][13]	
synth.avg_cell_area	11.7	um2
cts_resized	0	
finalSetupTns	0	ns
fp_util	0.404	
power_frac_comb	0.197	
die_x	254	um
worstPathArrival	10.26	ns
ys_warn_count	4	
top_cell_area_share	0.445	
rr_endpoint	RF.registers[5][30]	
hold_path.class	reg2reg	
die_h	254	um
crit_slowest_cell	o32a_1	
p_int	2.69	mW
drtIter0Drc	2579	
max_stage_delay	0.45	ns
rows	92	
==> stage by stage <==
stage	instances	hold slack [ns]	setup slack (ns)
floorplan	2180	0.456	3.15
global placement	2988	0.470	1.98
detailed placement	2988	0.480	1.96
CTS	3112	0.480	2.21
global route	3113	0.495	2.13
finish	3114	0.481	2.22
==> power groups by stage <==
stage / clock [mW] / combinational, mW / sequential (mW)
final: 1.24 / 0.751 / 1.82
after global routing: 1.31 / 0.809 / 1.86
after CTS: 1.26 / 0.746 / 1.81
==> layout make-up <==
class                   count  area, um2  area share
clock buffers              72       1490      0.0506
well taps                 846       1060      0.0360
diodes                      2       5.00    0.000170
inverters                  10       37.5     0.00128
repair buffers            248       2350      0.0799
multi-input cells        1402      12100       0.413
clock inverters            53        274     0.00931
flip-flops and latches    481      12100       0.410
==> placed cells by master (no fill, tap or decap), types with 6 or more instances in the layout <==
master / synthesis / final
and3_1: 6 / 6
o21ai_1: 6 / 6
nand2b_1: 24 / 21
clkbuf_1: 148 / 10
a221oi_1: 38 / 38
buf_4: 82 / 67
clkdlybuf4s50_1: 0 / 177
o32a_1: 19 / 19
nand3_1: 41 / 41
a222oi_1: 46 / 46
a22oi_1: 213 / 213
mux2i_1: 40 / 34
o22ai_1: 33 / 33
nor2_4: 0 / 17
clkinv_1: 0 / 7
nor2_1: 60 / 43
nor3_2: 0 / 6
inv_1: 9 / 37
nand2_1: 106 / 105
clkbuf_8: 0 / 9
dfstp_2: 28 / 28
nor4b_1: 8 / 8
mux2i_4: 1 / 6
o22a_1: 40 / 40
clkbuf_16: 0 / 53
nor3_1: 13 / 7
a21oi_1: 39 / 38
o2111ai_1: 14 / 14
mux2_2: 486 / 486
clkinv_2: 0 / 10
a211oi_1: 12 / 12
dfrtn_1: 452 / 452
nand4_1: 50 / 50
a22o_1: 39 / 39
==> layer usage <==
| layer | vias up | wire, um | track usage |
|---|---|---|---|
| li1 | 8438 | - | - |
| met1 | 10269 | 35800 | 0.416 |
| met2 | 1610 | 40100 | 0.433 |
| met3 | 387 | 15400 | 0.174 |
| met4 | 14 | 4970 | 0.118 |
| met5 | - | 136 | 0.0100 |
==> cell families after synthesis <==
family	count (synthesis)
latches	1
xor+xnor	4
buf+inv	297
compound gates	529
mux	532
flops	480
simple gates	337
==> worst max-delay path, delay by kind of cell (launching register included) <==
kind / cells / cell delay (ns)
AOI/OAI and AO/OA: 4 / 1.07
DFF: 1 / 0.37
buffers and inverters: 1 / 0.44
==> how the worst max path moves through the flow <==
| stage | startpoint | endpoint | cells past startpoint |
|---|---|---|---|
| CTS | RF.registers[14][20] | Val_Rm_out[20] | 5 |
| finish | RF.registers[14][20] | Val_Rm_out[20] | 5 |
| global route | RF.registers[10][20] | Val_Rm_out[20] | 5 |
==> Yosys cell counts, drive strengths merged (2+ instances only) <==
library cell  count
dfrtn           452
o21ai            11
a211oi           12
nand2b           24
nand4b            3
a221oi           39
o2111ai          14
o221ai            4
xor2              2
nor4b             8
nand3            41
nor3             13
and3              6
o32a             19
xnor2             2
or3               4
a22oi           214
nor4              5
a31oi             3
o22a             40
nand3b            4
nand2           106
nor2             60
mux2i            42
clkbuf          148
o31ai             5
inv              11
nor3b             5
nand4            50
nor4bb            4
buf             138
o22ai            33
dfstp            28
mux2            490
a21oi            39
a222oi           46
a22o             39
==> registers in the layout, summed over array words and instances (netlist names) <==
signal        flops
RF.registers    480
CC.CC_out         1
No activity file was given, so power comes from the tool's default toggle rates.
