--- ./design.v ---
module mux_4_to_1(op1, op2, op3, op4, select, result);
    parameter WIDTH = 32;
    input [WIDTH-1:0] op1, op2, op3, op4;
    input[1:0] select;
    output [WIDTH-1:0] result;
    assign result = (select == 2'b00) ? op1 :
                    (select == 2'b01) ? op2 :
                    (select == 2'b10) ? op3 : op4;
endmodule
--- ./run.sh ---
#!/bin/bash
# OpenROAD 26Q1-2900-gdf79404cd8, Yosys 0.63+post, stock flow scripts
make -C /OpenROAD-flow-scripts/flow DESIGN_CONFIG=/design/flow/config.mk WORK_HOME=/design/flow/orfs finish
--- ./config.mk ---
export PLATFORM = sky130hd
export DESIGN_NAME = mux_4_to_1
export DESIGN_NICKNAME = mux_4_to_1
export VERILOG_FILES = /design/flow/design.v
export SDC_FILE = /design/flow/constraint.sdc
export NUM_CORES = 4
export LEC_CHECK = 1
export CORE_AREA = 10 10 84 84
export DIE_AREA = 0 0 94 94
--- ./constraint.sdc ---
current_design mux_4_to_1

set clk_period 3.1
set clk_io_pct 0.2

create_clock -name clk0 -period $clk_period

set non_clock_inputs [all_inputs -no_clocks]
set_input_delay [expr $clk_period * $clk_io_pct] -clock clk0 $non_clock_inputs
set_output_delay [expr $clk_period * $clk_io_pct] -clock clk0 [all_outputs]
==> impl_metrics.json <==
{
  "status": "completed",
  "layout.area.comb_um2": 728,
  "worst_path_most_repeated_cell": "clkdlybuf4s50_1",
  "first_global_vias": 1378,
  "min_path_type": "in2out",
  "finalCriticalPeriod_ps": 2800,
  "slowest_delay_ps": 470,
  "finalSetupTns_ps": 0,
  "die_area_mm2": 0.00884,
  "p_int_w": 0.000276,
  "vias": 1174,
  "crit_end": "result[3]",
  "cts_resized": 0,
  "utilization_pct": 47.3,
  "port_buffers": 162,
  "grt_overflow": 0,
  "crit_chain": "clkdlybuf4s50_1 -> buf_4 -> mux4_2 -> clkdlybuf4s50_1",
  "area_leaders": "mux4_2 83%, buf_12 7.4%, mux4_1 6.5%",
  "wire_per_inst_um": 20.9,
  "slew_viol_final": 0,
  "drcViolationCount": 0,
  "dp.cells": 268,
  "top_area_share_pct": 82.9,
  "die_y_um": 94,
  "worst_pin_slew_ps": 370,
  "crit_slowest_cell": "clkdlybuf4s50_1",
  "swShare_pct": 18.7,
  "grt_max_degree": 21,
  "fp_util_pct": 15.6,
  "hold_buffers": 0,
  "drt-initial-drc-count": 15,
  "io_pins": 162,
  "syn_inst": 39,
  "antenna_cells": 0,
  "grt_pass1_wl_um": 8160,
  "arrival_ps": 2180,
  "synth.avg_cell_area_um2": 20.9,
  "p_leak_nw": 0.865,
  "ir_worst_vdd_uv": 75.8,
  "warnings": 32,
  "ff_count": 0,
  "coreArea_mm2": 0.00520,
  "die_w_um": 94,
  "area_delta_synth_final_pct": 202,
  "ant_nets": 0,
  "wirelength_um": 5610,
  "p_per_area_mw_per_mm2": 138,
  "drive_above_1_share_pct": 17.7,
  "crit_fanout": 20,
  "power_frac_comb_pct": 100.0,
  "ys_cells": 39,
  "slew_headroom_pct": 75.3,
  "rows": 26,
  "grt_usage_pct": 12.2,
  "cap_viol_max_count": 0,
  "grt_antenna_before_repair": 0,
  "cp.required_ps": 2480,
  "pwr-share-seq_pct": 0,
  "hpwl_um": 5220,
  "crit_type": "in2out",
  "hold_viol": 0,
  "netlist_area_um2": 815,
  "fin_crit_sh_pct": 90.4,
  "regArea_um2": 0,
  "end_kind": "output pin",
  "rsz0062_at_grt": "false",
  "ys_chip_area_um2": 815,
  "stdcell_count": 268,
  "start_kind": "input port",
  "max_freq_ghz": 0.357,
  "ys_types": 5,
  "gp_congestion": 0.848,
  "cts_setup_buffers": 0,
  "clockPowerShare_pct": 0,
  "ys_seq_share_pct": 0,
  "nFillCells": 458,
  "crit_start": "select[1]",
  "drt_first_pass_iters": 2,
  "synth_warnings": 0,
  "synth_area_leader_cell": "mux4_2",
  "vias_per_cell": 4.38,
  "setup_viol": 0,
  "nClkBuffers": 0,
  "switchingPower_w": 0.0000635
}
==> worst max-delay path: cells and delay by family <==
family                 cells  cell delay, ps
muxes                      1             380
buffers and inverters      3            1170
==> power by group through the flow <==
stage | Clock, W | Sequential, W | Combinational [W]
6_report | 0 | 0 | 0.000339
5_1_grt | 0 | 0 | 0.000362
4_1_cts | 0 | 0 | 0.000346
==> synth_stat cells <==
cell and count:
buf_2 3, buf_6 1, buf_12 3, mux4_2 30, mux4_1 2
==> layout make-up <==
type | instances | area share (%)
timing repair buffer | 166 | 66.9
multi-input combinational | 32 | 29.6
tap | 70 | 3.56
==> metal layers <==
layer	vias up	GRT usage, %	share of wire, %
met5	-	0	0
met4	0	0.759	0.71
met3	2	6.70	15
met2	100	21.4	51
met1	546	13.1	33
li1	526	-	-
==> worst min path at each step <==
stage / to / cells past startpoint / from / slack [ps]
finish: result[7] / 4 / select[0] / 2280
CTS: result[7] / 4 / select[0] / 2310
global route: result[7] / 4 / select[0] / 2350
==> placed cells by master, fill, tap and decap left out <==
master           count
clkdlybuf4s50_1    161
buf_4                4
buf_2                1
mux4_1               2
mux4_2              30
==> per-stage QoR <==
stage / total power (W) / hold WS (ps) / instance area [um2] / setup WS, ps
floorplan: 0.0000912 / 1330 / 815 / 1140
global placement: 0.000344 / 2310 / 2460 / 259
detailed placement: 0.000344 / 2310 / 2460 / 275
CTS: 0.000346 / 2310 / 2460 / 275
global route: 0.000362 / 2350 / 2460 / 252
finish: 0.000339 / 2280 / 2460 / 299
==> logic make-up (layout without fill, tap and decap cells) <==
kind of cell / Yosys count / in the layout / share of synthesized area [%]
mux: 32 / 32 / 89.4
buf+inv: 7 / 166 / 10.6
Power figures rest on the tool's default switching activity, not on a simulated workload.
